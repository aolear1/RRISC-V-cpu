[design/flow/config.mk]
export PLATFORM = sky130hd
export DESIGN_NAME = sseg
export DESIGN_NICKNAME = sseg
export VERILOG_FILES = /design/flow/design.v
export SDC_FILE = /design/flow/constraint.sdc
export NUM_CORES = 4
export LEC_CHECK = 1
export CORE_AREA = 10 10 70 70
export DIE_AREA = 0 0 80 80
[design/flow/run.sh]
#!/bin/bash
# OpenROAD 26Q1-2900-gdf79404cd8, Yosys 0.63+post, stock flow scripts
make -C /OpenROAD-flow-scripts/flow DESIGN_CONFIG=/design/flow/config.mk WORK_HOME=/design/flow/orfs finish
[design/flow/constraint.sdc]
current_design sseg

set clk_period 1.6
set clk_io_pct 0.2

create_clock -name clk0 -period $clk_period

set non_clock_inputs [all_inputs -no_clocks]
set_input_delay [expr $clk_period * $clk_io_pct] -clock clk0 $non_clock_inputs
set_output_delay [expr $clk_period * $clk_io_pct] -clock clk0 [all_outputs]
[design/flow/design.v]
module lab7bonus_top(KEY, SW, LEDR, HEX0, HEX1, HEX2, HEX3, HEX4, HEX5, CLOCK_50);
  input [3:0] KEY;
  input [9:0] SW;
  input CLOCK_50;
  output [9:0] LEDR;
  output [6:0] HEX0, HEX1, HEX2, HEX3, HEX4, HEX5;
  wire [1:0] mem_cmd;
  wire [8:0] mem_addr;
  wire [15:0] write_data;
  wire write;
  wire [15:0] din;
  wire [15:0] dout;
  reg [15:0] read_data;
  wire led_enable;
  wire Z, V, N;
  wire w;
  RAM #(16, 8, "data.txt") MEM(
    .clk(CLOCK_50),
    .read_address(mem_addr[7:0]),
    .write_address(mem_addr[7:0]),
    .write(write),
    .din(write_data),
    .dout(dout));
  cpu CPU(
    .clk(CLOCK_50),
    .reset(~KEY[1]),
    .in(read_data),
    .out(write_data),
    .Z(Z),
    .V(V),
    .N(N),
    .w(LEDR[9]),
    .mem_addr(mem_addr),
    .mem_cmd(mem_cmd),
    .halt(LEDR[8]));
  always_comb begin
    if ((mem_addr[8] === 1'b0) & (mem_cmd === 2'b01)) begin
      read_data = dout;
    end else if ((mem_addr === 9'h140) & (mem_cmd === 2'b01)) begin
      read_data = {8'b0,SW[7:0]};
    end else begin
      read_data = 16'bz;
    end
  end
  register #(8) led_register(
    .clk(CLOCK_50),
    .data_in(write_data[7:0]),
    .data_out(LEDR[7:0]),
    .write_enable(led_enable));
  assign led_enable = (mem_addr === 9'h100) & (mem_cmd === 2'b10);
  assign write = (mem_addr[8] === 1'b0) & (mem_cmd === 2'b10);
endmodule
module sseg(in, segs);
  input [3:0] in;
  output reg [6:0] segs;
  always_comb begin
    case(in)
      4'h0: segs = 7'b1000000;
      4'h1: segs = 7'b1111001;
      4'h2: segs = 7'b0100100;
      4'h3: segs = 7'b0110000;
      4'h4: segs = 7'b0011001;
      4'h5: segs = 7'b0010010;
      4'h6: segs = 7'b0000010;
      4'h7: segs = 7'b1111000;
      4'h8: segs = 7'b0000000;
      4'h9: segs = 7'b0011000;
      4'hA: segs = 7'b0001000;
      4'hB: segs = 7'b0000011;
      4'hC: segs = 7'b1000110;
      4'hD: segs = 7'b0100001;
      4'hE: segs = 7'b0000110;
      4'hF: segs = 7'b0001110;
      default: segs = 7'bxxxxxxx;
    endcase
  end
endmodule
==> run summary <==
flow finished, numbers: Slew Limit Fails=0, worst slew pin tran=about 0.17 ns, worst rel slew slack=0.884, grt total ovfl=0, stages on the worst setup path=8, maximum VDD drop=36.3 uV, vias in the first global route=~340, yosys warns=2, status=finished clean, Crit-path slowest cell=or3b_1, critical path class=in2out, Crit Path Max Fanout=4, aoi share=0.230, Yosys cell types=19, layout cells sized above 1=0.621, Period Utilization, post-route=0.992, Adder-Cell Fraction of Synth Area=0.294, routability cong.=roughly 0.67, initial antenna violation count=0, Finish-stage setup viols=0, Synth-to-Final Area Change=142%, DIE AREA=0.00640 mm2, Die X=approximately 80 um, DR DRC count=0, Bufs and invs on worst path=4, Top delay family on crit path=buffers and inverters, initial DRC count=14, chip area in the Yosys report=255 um2, number of buffers added on ports=11, vias=between 300 and 400, Logic area=around 310 um2, flip-flops=0, io pins=11, Power Density=237 mW/mm2, most common logic cells in the final layout=11 x buf_4, 4 x ha_4, 4 x dlygate4sd2_1, 4 x buf_6, Fin. Hold Viols=0, Post-Syn Area=about 260 um2, # diodes=0, crit-path cells=buf_8, inv_8, buf_6, ha_4, nor2_2, or3b_1, o21ai_1, buf_2, crit end category=primary output, Tot GR Track Use=0.0296, Post-Layout Cell Count=104, xor+xnor area frac=0, clock buf count=0, Critical Path RT=1.28 ns, Final Instance Area=618 um2, simple-gate share of the synthesized area=0.211, core area=0.00342 mm2, first-pass GRT wire length=1.64 mm, Pre-Repair DR Iteration Count=2, fp util=0.0747, vias per cell=~3.2, ys cells=34, MaxCap Viol Count=0, most frequent logic cell in the layout=buf_4, sequential cell area=0 um2, Mean Syn Cell Area=7.51 um2, register share after synthesis=0, DR WL/cell=8.95 um, Hold Crit Depth=4, element type at the critical path start=primary input, HP Class=in2out, tool warnings=39, Routed Antenna Nets=0, CP Data Arrival Time=1.27 ns, Hold Buf Count CTS=0, fin crit period=1.59 ns, FILL cells=between 300 and 400, static leakage=0.283 nW, RSZ-0062 raised after global routing=true, placed cell areas=between 400 and 500 um2, DRT Wirelength=931 um, pin count of the biggest net entering global routing=7, die y size=~80 um, Max Freq=0.630 GHz, total power=0.147 mW, Top non-seq family=adder cells, Std-Cell Rows=21, DP HPWL=708 um, CP max stage delay=roughly 0.34 ns, MUX area fraction=0.162, placed instance count=between 90 and 100, Syn Inst Count=34
==> cell type report <==
| type | count | share of cell area |
|---|---|---|
| well taps | 46 | 0.0931 |
| multi-input cells | 29 | 0.496 |
| inverters | 3 | 0.0425 |
| repair buffers | 26 | 0.368 |
==> where the power goes <==
part           internal, mW  leakage (nW)  switching [mW]  total, mW
sequential                0             0               0          0
combinational        0.0882         0.283          0.0583      0.147
clock                     0             0               0          0
==> worst paths after layout <==
kind / startpoint / end / slack (ns)
worst max-delay path: in[1] / segs[0] / 0.01
worst min-delay path: in[3] / segs[6] / 1.13
==> cells by family after synthesis <==
kind of cell    count (synthesis)
buf+inv                         5
fa+ha+maj                       6
compound gates                  9
simple gates                   10
mux                             4
==> metal layers <==
layer,track usage,wire length [um],up-vias
li1,-,-,169
met1,0.0343,419,157
met2,0.0602,510,3
met3,0.00114,2,0
met4,0,0,0
met5,0,0,-
==> per-stage QoR <==
step	util	hold slack (ns)	TNS [ns]	worst slack, ns
after floorplan	-	0.740	0	0.227
after global placement	0.141	1.72	-5.41	-0.842
after detailed placement	0.141	1.72	-5.38	-0.838
after CTS	0.175	1.14	-0.0320	-0.0138
after global routing	0.181	1.19	-0.0712	-0.0432
final	0.181	1.13	0	0.0132
==> cell usage after synthesis (2+ instances only) <==
cell      count  area share
ha_1          6        0.29
inv_1         3       0.044
nand2b_1      2       0.049
o21ai_0       3       0.059
mux2i_1       3        0.12
nor2_1        3       0.044
a22o_1        2       0.069
==> timing repair <==
item,CTS,global route
pin swaps,8,6
endpoints found under the hold margin,0,0
gates resized,53,9
buffers inserted,5,0
setup endpoints to repair,7,6
Power is estimated from default activity; no workload was simulated.
